**flow/design.v**
```verilog
module apb_master #(parameter DATA_WIDTH = 8)(
  input pclk,
  input rst,
  input read_write,  
  input [DATA_WIDTH-1:0] write_paddr,
  input [DATA_WIDTH-1:0] write_pdata,
  input [DATA_WIDTH-1:0] read_paddr,
  input [DATA_WIDTH-1:0] prdata,
  input pready,
  output reg [DATA_WIDTH-1:0] read_data_out,
  output reg pwrite,
  output reg psel,
  output reg pen,
  output reg [DATA_WIDTH-1:0] paddr,
  output reg [DATA_WIDTH-1:0] pwdata
);
  parameter [1:0] IDLE = 2'b00;
  parameter [1:0] SETUP = 2'b01;
  parameter [1:0] ACCESS = 2'b10;
  reg [1:0] state, next_state;
  always @(posedge pclk or posedge rst) begin
    if (rst)
      state <= IDLE;
    else
      state <= next_state;
  end
  always @(*) begin
    next_state = state;
    case (state)
      IDLE: begin
        next_state = SETUP;
      end
      SETUP: begin
        next_state = ACCESS;
      end
      ACCESS: begin
        if (pready)
          next_state = IDLE;
      end
    endcase
  end
  always @(posedge pclk or posedge rst) begin
    if (rst) begin
      pwrite        <= 0;
      psel          <= 0;
      pen           <= 0;
      paddr         <= 0;
      pwdata        <= 0;
      read_data_out <= 0;
    end else begin
      case (next_state)
        IDLE: begin
          psel   <= 0;
          pen    <= 0;
          pwrite <= 0;
        end
        SETUP: begin
          psel <= 1;
          pen  <= 0;
          if (read_write) begin
            pwrite <= 1;
            paddr  <= write_paddr;
            pwdata <= write_pdata;
          end else begin
            pwrite <= 0;
            paddr  <= read_paddr;
          end
        end
        ACCESS: begin
          pen <= 1;
          if (!read_write && pready) begin
            read_data_out <= prdata;
          end
        end
      endcase
    end
  end
endmodule
```
**flow/run.sh**
```bash
#!/bin/bash
# OpenROAD 26Q1-2900-gdf79404cd8, Yosys 0.63+post, stock flow scripts
make -C /OpenROAD-flow-scripts/flow DESIGN_CONFIG=/design/flow/config.mk WORK_HOME=/design/flow/orfs finish
```
**flow/config.mk**
```make
export PLATFORM = sky130hd
export DESIGN_NAME = apb_master
export DESIGN_NICKNAME = apb_master
export VERILOG_FILES = /design/flow/design.v
export SDC_FILE = /design/flow/constraint.sdc
export NUM_CORES = 4
export LEC_CHECK = 1
export CORE_AREA = 10 10 99 99
export DIE_AREA = 0 0 109 109
```
**flow/constraint.sdc**
```tcl
current_design apb_master

set clk_period 2.3
set clk_io_pct 0.2

create_clock -name clk0 -period $clk_period [get_ports {pclk}]

set non_clock_inputs [all_inputs -no_clocks]
set_input_delay [expr $clk_period * $clk_io_pct] -clock clk0 $non_clock_inputs
set_output_delay [expr $clk_period * $clk_io_pct] -clock clk0 [all_outputs]
```
==> impl_metrics.env <==
# source this file to load flow results
export IMPL_port_buffers=62
export IMPL_holdWs_ns=0.420
export IMPL_grt_overflow=0
export IMPL_setup_ws_ns=0.692
export IMPL_crit_chain="clkdlybuf4s50_1 -> nand2b_1 -> and2_1 -> a21oi_1"
export IMPL_ys_seq_share_pct=60.8
export IMPL_core_sq_um=7730
export IMPL_die_height_um=109
export IMPL_avgSynthCellArea_sq_um=14.2
export IMPL_synth_cell_types=16
export IMPL_rr_endpoint="paddr[6]"
export IMPL_cp_endpoint="paddr[6]"
export IMPL_drt_initial_drc_count=14
export IMPL_boundaryPins=63
export IMPL_warnings=25
export IMPL_htreeDepth=2
export IMPL_dp_slack_ns=0.361
export IMPL_drive_above_1_share_pct=18.1
export IMPL_grt_pass1_wl_um=5110
export IMPL_ys_cells=87
export IMPL_clock_sinks=30
export IMPL_clockBufferDepth=2
export IMPL_area_delta_synth_final_pct=65.1
export IMPL_via_per_inst=3.57
export IMPL_worstSkewPairLatency_ns=0.28
export IMPL_fp_dieW_um=109
export IMPL_crit_required_ns=2.44
export IMPL_chipArea_sq_um=11900
export IMPL_cp_top_family="simple AND/OR/NAND/NOR gates"
export IMPL_synth_flops=30
export IMPL_drcViolationCount=0
export IMPL_r2r_start="state[0]"
export IMPL_antenna_cells=0
export IMPL_firstDrtPassIters=4
export IMPL_timing_fmax_ghz=0.622
export IMPL_wl_per_cell_um=13.3
export IMPL_n_fill_cell=808
export IMPL_finalSetupTns_ns=0
export IMPL_worstMarginPinSlew_ns=0.390
export IMPL_p_per_area_nw_per_um2=496
export IMPL_cp_slowest_cell="clkdlybuf4s50_1"
export IMPL_hold_viol_final=0
export IMPL_num_rows=32
export IMPL_post_cts_setup_buffers=0
export IMPL_synthesis_area_sq_um=1240
export IMPL_clk_pin_slew_ns=0.06
export IMPL_grt_antenna_before_repair=0
export IMPL_grt_max_degree=31
export IMPL_synthCells=87
export IMPL_worst_path_buf_inv=1
export IMPL_vias=918
export IMPL_dp_hpwl_um=2710
export IMPL_grt_pass1_vias=950
export IMPL_grt_use_total_pct=5.56
export IMPL_initial_core_util_pct=16.0
export IMPL_vdd_ir_drop_max_mv=0.171
export IMPL_ys_area_sq_um=1240
export IMPL_rrSetupSlack_ns=0.84
export IMPL_drv_slew=0
export IMPL_crit_start="pready"
export IMPL_slowest_delay_ns=0.49
export IMPL_cts_hold_buffers=0
export IMPL_timing_final_crit_share_pct=69.9
export IMPL_gp_congestion=0.699
export IMPL_rr_worst_depth=3
export IMPL_ys_warn_count=1
export IMPL_worst_path_max_fanout=10
export IMPL_worst_setup_path_start_kind="input port"
export IMPL_maxCapViolCount=0
export IMPL_wirelength_um=3420
export IMPL_finalClockSkew_ns=0.00814
export IMPL_hold_path_class="flip-flop to flip-flop"
export IMPL_ctsResizeCount=0
export IMPL_crit_type="input port to flip-flop"
export IMPL_cts_buffers=5
export IMPL_cts_tree="built"
export IMPL_worst_setup_path_end_kind="flip-flop"
export IMPL_setup_viol_count_final=0
export IMPL_rsz0062_at_grt="false"
export IMPL_critical_path_depth=4
export IMPL_status="finished, final reports clean"
export IMPL_worstPathArrival_ns=1.74
export IMPL_leakagePower_nw=0.908
export IMPL_period_needed_ns=1.61
export IMPL_antenna_left=0
export IMPL_cts_root_buf="clkbuf_8"
export IMPL_slew_headroom_pct=74.0
[registers in the layout, indices dropped and copies added, names as in the netlist]
signal         count
paddr              8
pwrite             1
psel               1
pen                1
state              3
read_data_out      8
pwdata             8
[layout make-up]
class                      count  area, sq um  area share [%]
sequential                    30          752            36.8
timing repair buffer          65          643            31.5
multi-input combinational     50          433            21.2
tap                          102          128            6.25
clock buffer                   8         80.1            3.92
inverter                       2         7.51           0.367
[where the power goes]
| group | leakage, nW | total [mW] | switching (mW) | internal [mW] |
|---|---|---|---|---|
| Sequential | 0.416 | 0.528 | 0 | 0.528 |
| Combinational | 0.453 | 0.0872 | 0.0265 | 0.0607 |
| Clock | 0.0395 | 0.398 | 0.183 | 0.214 |
[worst reg2reg max path, stage by stage (launching register included)]
cell	delay (ns)
dfstp_2	0.55
nor2b_4	0.28
and2_1	0.39
a21oi_1	0.11
[Yosys cell counts (all sizes together)]
library cell | n | area, sq um
dfstp | 1 | 26.3
nand2b | 2 | 12.5
nor2b | 1 | 13.8
and4bb | 1 | 12.5
mux2 | 16 | 180
a21o | 1 | 7.51
dfrtp | 29 | 726
mux2i | 8 | 80.1
buf | 5 | 45.0
inv | 2 | 7.51
a21oi | 16 | 80.1
a22o | 1 | 8.76
and2 | 2 | 12.5
a21boi | 1 | 7.51
nand3 | 1 | 17.5
[placed cells by master (no fill, tap or decap)]
cell              n
a21boi_0          1
a21o_1            1
a21oi_1          16
a22o_1            1
and2_1            2
and4bb_2          1
buf_4             3
clkbuf_1          3
clkbuf_8          5
clkdlybuf4s50_1  62
dfrtp_1          29
dfstp_2           1
inv_1             2
mux2_2           16
mux2i_1           8
nand2b_1          2
nand3_4           1
nor2b_4           1
[per-layer routing]
| metal | routed length (um) | up-vias | track usage [%] |
|---|---|---|---|
| met1 | 1380 | 431 | 7.10 |
| met3 | 420 | 4 | 3.23 |
| met4 | 29 | 0 | 0.659 |
| li1 | - | 443 | - |
| met2 | 1590 | 40 | 8.27 |
| met5 | 0 | - | 0 |
[cell families after synthesis]
group,synth area share (%)
flip-flops,60.8
buffers and inverters,4.25
AND/OR/NAND/NOR,5.56
AND-OR/OR-AND,8.39
multiplexers,21.0
[how the worst min path moves through the flow]
| stage | from | to | slack [ns] | cells past startpoint |
|---|---|---|---|---|
| finish | state[0] | state[2] | 0.42 | 0 |
| global route | state[0] | state[2] | 0.43 | 0 |
| CTS | state[0] | state[2] | 0.42 | 0 |
[metrics by stage]
step	utilization (%)	instance area (sq um)	std cells	total power [mW]
after floorplan	-	1240	87	0.560
after global placement	25.4	1960	249	0.627
after detailed placement	25.4	1960	249	0.628
after CTS	26.4	2040	257	1.05
after global routing	26.4	2040	257	1.08
final	26.4	2040	257	1.01
Power and IR drop assume default switching activity.
