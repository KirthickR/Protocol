### design/flow/constraint.sdc
current_design apb_slave

set clk_period 14.0
set clk_io_pct 0.2

create_clock -name clk0 -period $clk_period [get_ports {pclk}]

set non_clock_inputs [all_inputs -no_clocks]
set_input_delay [expr $clk_period * $clk_io_pct] -clock clk0 $non_clock_inputs
set_output_delay [expr $clk_period * $clk_io_pct] -clock clk0 [all_outputs]
### design/flow/config.mk
export PLATFORM = sky130hd
export DESIGN_NAME = apb_slave
export DESIGN_NICKNAME = apb_slave
export VERILOG_FILES = /design/flow/design.v
export SDC_FILE = /design/flow/constraint.sdc
export NUM_CORES = 4
export LEC_CHECK = 1
export CORE_UTILIZATION = 30
### design/flow/design.v
module apb_slave #(parameter DATA_WIDTH = 8)(
input pclk,
input psel,
input pen,
  input pwrite,
  input [DATA_WIDTH-1:0] paddr,
  input [DATA_WIDTH-1:0] pwdata,
  output reg [DATA_WIDTH-1:0] prdata,
output reg pready);
  reg [DATA_WIDTH-1:0] memory [0:255];
  always@(posedge pclk)begin
    pready <= 0;
    if(psel && pen)begin
      pready <= 1;
        if (pwrite) begin
        memory[paddr] <= pwdata;
      end else begin
        prdata <= memory[paddr];
      end
    end
  end
endmodule
### design/flow/run.sh
#!/bin/bash
# OpenROAD 26Q1-2900-gdf79404cd8, Yosys 0.63+post, stock flow scripts
make -C /OpenROAD-flow-scripts/flow DESIGN_CONFIG=/design/flow/config.mk WORK_HOME=/design/flow/orfs finish
==> metrics.yaml <==
power:
  intPower_mw: 10.1
  p_seq_share_pct: 53.5
  p_clk_share_pct: 42.3
  peakVddDrop_v: 0.000112
  switching_share_pct: 20.8
  p_sw_mw: 2.63
  cellLeakagePower_nw: 26.8
  power_frac_comb_pct: 4.2
  power_density_mw_per_mm2: 141
cts:
  cts_resized: 0
  postCtsSetupBuffers: 0
  hold_buffers: 0
  cts_buffer_depth: 3
  cts_buffers: 207
  clkTransAtPathRegs_ns: 0.07
  cts_tree: "yes"
  htreeDepth: 4
  cts-root-buf: "clkbuf_16"
  cts.sinks: 2057
  clk_latency_ns: 0.83
critical_path:
  ff2ff_path_depth: 5
  critical_path_required_ns: 14.53
  worstPathMaxFanout: 38
  crit_family: "buffers and inverters"
  cp_slowest_stage_delay_ns: 1.14
  critical_path.cell_chain: "buf_8 -> buf_4 -> buf_4 -> mux4_2 -> a22oi_1 -> a21oi_1 -> o41ai_1 -> nand4_1"
  crit_type: "in -> reg"
  critPathArrivalTime_ns: 7.04
  worst_path_max_delay_cell: "o41ai_1"
  cp.depth: 8
  cp-end-kind: "flip-flop"
  crit_buf_inv: 3
  path_common_cell: "buf_4"
  start_kind: "input pin"
  r2r_slack_ns: 11.00
die:
  fp.dieH_microns: 513
  fp-row-count: 187
  die_width_microns: 513
  io_pins: 29
  core-area_sq_mm: 0.260
  initCoreUtil_pct: 30.2
  die-area_sq_mm: 0.263
final_timing:
  timing.fmax_ghz: 0.154
  grt_setup_unrepaired: "false"
  fin_skew_ns: 0.0403
  period_needed_ns: 6.51
  min_period_over_period_pct: 46.5
  slew_viol_final: 0
  relSlewSlack_pct: 5.29
  setup_violations: 0
  timing.setup.tns_ns: 0
  hold_viol: 0
  worstMarginPinSlew_ns: 1.40
  fin_ws_ns: 7.49
synthesis:
  synth_warnings: 1
  ys_cells: 3528
  ys.flops: 2057
  top_area_cell: "edfxtp_1"
  topCellsByArea: "edfxtp_1, mux4_2, a22oi_1"
  synthAoiAreaFrac_pct: 3.63
  synthCells: 3528
  synth_cell_type_count: 22
  ys_sh_xor_pct: 0
  logic_family: "multiplexers"
  adder_share_pct: 0
  synth_area_sq_mm: 0.0784
  simple_gate_area_share_pct: 1.61
  top_cell_area_share_pct: 78.7
  mux_area_share_pct: 14.7
  synth_chip_area_sq_mm: 0.0784
  syn_avg_cell_area_sq_um: 22.2
  postSynthSeqShare_pct: 78.8
detailed_routing:
  wirelength_mm: 192
  dr.first_iter.drc_count: 2507
  drt-pass1-iter-count: 8
  drc_errors: 0
  num_vias: 36900
  antenna_left: 0
  wire_per_inst_microns: 26.4
  vias_per_cell: 5.08
job:
  cap_viol_max_count: 0
  warnings: 35
grt:
  grt_max_degree: 122
  grt_overflow: 0
  antenna_found_initial: 11
  grt_pass1_wl_mm: 281
  grt_pass1_vias: 40800
  track_usage_pct: 15.7
hold_path:
  whs_path_depth: 5
  hp-class: "reg -> reg"
place:
  dp_hpwl_mm: 113
  numPortBuffers: 28
  place_ws_ns: 6.62
  place.gp.congestion: 0.867
layout:
  drive_gt1_share_pct: 25.7
  fillers: 23500
  syn_to_final_growth_pct: 14.7
outcome:
  status: "completed"
==> layer usage <==
metal  GRT usage [%]  vias up  wire, microns
met5           0.603        -            286
met4            4.23       14           6220
met3            11.5      336          29700
met2            23.8     2131          91400
met1            18.0    19100          64300
li1                -    15400              -
==> stage by stage <==
step | util (%) | cells | instance area (sq um) | hold WS, ns | power, mW
after floorplan | - | 3528 | 78400 | 0.896 | 7.20
after global placement | 32.1 | 6884 | 83300 | 1.02 | 7.45
after global routing | 34.6 | 7274 | 89900 | 1.10 | 13.1
after CTS | 34.6 | 7273 | 89900 | 1.02 | 12.8
final | 34.6 | 7276 | 89900 | 1.01 | 12.7
after detailed placement | 32.1 | 6885 | 83300 | 1.01 | 7.45
==> path summary, 6_finish.rpt <==
path / endpoint / startpoint
worst max register to register: prdata[6] / memory[10][6]
worst min register to register: prdata[6] / memory[67][6]
worst min-delay path: prdata[6] / memory[67][6]
worst max-delay path: prdata[6] / paddr[0]
==> worst reg2reg max path, delay by kind of cell (launching register included) <==
family | cells | cell delay [ns]
DFF | 1 | 0.39
muxes | 1 | 0.48
and+or+nand+nor | 1 | 0.15
AOI/OAI and AO/OA | 3 | 1.69
==> sequential cells by signal, summed over array words and instances (netlist names) <==
name,cells
prdata,8
memory,2048
pready,1
==> cell families after synthesis <==
family / after synthesis
multiplexers: 512
flip-flops: 2057
AND/OR/NAND/NOR: 318
AND-OR/OR-AND: 416
buffers and inverters: 225
==> cell usage after synthesis, drive strengths merged <==
master / n
edfxtp: 2056
nor3b: 2
nand2: 30
buf: 80
and4: 1
nor2b: 7
nand3: 4
and2: 3
a21oi: 128
clkbuf: 145
nor3: 1
dfxtp: 1
nor2: 259
a22oi: 256
o41ai: 32
or2: 1
mux4: 512
nand2b: 2
nand4: 8
==> final cells by class <==
class / instances / area, sq um / share of cell area (%)
Multi-Input combinational cell: 1246 / 15700 / 17.5
Antenna cell: 3 / 7.51 / 0.00835
Sequential cell: 2057 / 61800 / 68.7
Clock inverter: 140 / 1240 / 1.38
Tap cell: 3402 / 4260 / 4.73
Clock buffer: 248 / 5380 / 5.98
Timing Repair Buffer: 180 / 1570 / 1.74
==> power by group through the flow <==
stage                 logic, mW  clock network [mW]  registers, mW
after CTS                 0.540                5.48           6.78
after global routing      0.573                5.71           6.78
final                     0.531                5.37           6.78
==> placed cells by master, fill, tap and decap left out, types with 2 or more instances in the layout <==
master and n:
mux4_2 512, clkinvlp_4 7, buf_12 8, nand2_2 16, buf_8 10, clkinv_8 2, a21oi_1 128, nand2b_2 2
diode_2 3, nand3_1 4, inv_6 7, bufinv_16 19, clkbuf_1 39, a22oi_1 256, nor3b_1 2, nor2b_1 5
edfxtp_1 2056, clkdlybuf4s50_1 18, o41ai_1 32, clkinv_16 2, and2_1 2, clkinv_1 54, buf_4 143, clkbuf_16 209
nor2b_4 2, clkinv_2 47, nand2_1 14, nor2_1 257, nand4_1 8
Power and IR drop assume default switching activity.
