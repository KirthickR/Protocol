## design/flow/run.sh

```bash
#!/bin/bash
# OpenROAD 26Q1-2900-gdf79404cd8, Yosys 0.63+post, stock flow scripts
make -C /OpenROAD-flow-scripts/flow DESIGN_CONFIG=/design/flow/config.mk WORK_HOME=/design/flow/orfs finish
```

## design/flow/config.mk

```make
export PLATFORM = sky130hd
export DESIGN_NAME = uart_tx
export DESIGN_NICKNAME = uart_tx
export VERILOG_FILES = /design/flow/design.v
export SDC_FILE = /design/flow/constraint.sdc
export NUM_CORES = 4
export LEC_CHECK = 1
export CORE_AREA = 10 10 86 86
export DIE_AREA = 0 0 96 96
```

## design/flow/constraint.sdc

```tcl
current_design uart_tx

set clk_period 1.9
set clk_io_pct 0.2

create_clock -name clk0 -period $clk_period [get_ports {tx_clk}]

set non_clock_inputs [all_inputs -no_clocks]
set_input_delay [expr $clk_period * $clk_io_pct] -clock clk0 $non_clock_inputs
set_output_delay [expr $clk_period * $clk_io_pct] -clock clk0 [all_outputs]
```

## design/flow/design.v

```verilog
module uart_tx #(
    parameter CLOCK_RATE = 10,  
    parameter BAUD_RATE  = 9600, 
    parameter RESET      = 3'b001, 
    parameter IDLE       = 3'b010,
    parameter START_BIT  = 3'b011, 
    parameter DATA_BIT   = 3'b100, 
    parameter STOP_BIT   = 3'b101  
)(
    input tx_clk,                 
    input tx_en,                
    input tx_start,               
    input [7:0] tx_in,            
    output reg tx_out,            
    output reg tx_done,           
    output reg tx_busy            
);
    reg [2:0] state;
    reg [7:0] data;
    reg [2:0] bitIdx;
    reg [3:0] clockCount;
    always @(posedge tx_clk) begin
        if (!tx_en) begin
            state <= RESET;
        end else begin
            case (state)
                RESET: begin
                    tx_out      <= 1'b0;       
                    tx_done     <= 1'b0;
                    tx_busy     <= 1'b0;
                    clockCount  <= 4'd0;
                    bitIdx      <= 3'd0;
                    state       <= IDLE;
                end
                IDLE: begin
                    tx_done <= 1'b0;
                    tx_busy <= 1'b0;
                    if (tx_start) begin
                        data        <= tx_in;
                        bitIdx      <= 3'd0;
                        clockCount  <= 4'd0;
                        state       <= START_BIT;
                    end
                end
                START_BIT: begin
                    tx_out <= 1'b0; 
                    tx_busy <= 1'b1;
                    if (clockCount == 4'd15) begin
                        clockCount <= 4'd0;
                        state <= DATA_BIT;
                    end else begin
                        clockCount <= clockCount + 1;
                    end
                end
                DATA_BIT: begin
                    tx_out <= data[bitIdx];
                    if (clockCount == 4'd15) begin
                        clockCount <= 4'd0;
                        bitIdx <= bitIdx + 1;
                        if (bitIdx == 3'd7) begin
                            state <= STOP_BIT;
                        end
                    end else begin
                        clockCount <= clockCount + 1;
                    end
                end
                STOP_BIT: begin
                    tx_out <= 1'b1; 
                    if (clockCount == 4'd15) begin
                        tx_busy <= 1'b0;
                        tx_done <= 1'b1;
                        clockCount <= 4'd0;
                        state <= RESET;
                    end else begin
                        clockCount <= clockCount + 1;
                    end
                end
                default: state <= RESET;
            endcase
        end
    end
endmodule
```

==> notes.md <==
• **arrival time of the worst setup path** 1700 ps
• **CTS tree** yes
• **total cells reported by yosys after synthesis** 73
• **final critical-path required period** 1690 ps
• **Late-Pin Clk Latency** 250 ps
• **cell with the biggest individual delay on the critical path** mux4_2
• **count of cells along the worst hold path** 0
• **number of warnings in the stage logs** 25
• **Total Routed Length** 1.71 mm
• **cell leakage power** 0.445 nW
• **setup-violating endpoint count in the final report** 0
• **drt pass-1 iters** 4
• **global placer's final weighted congestion** 0.798
• **area added between synthesis and finish** 27.7%
• **Critical Path Fanout Max** 5
• **placeable core area** 5540 sq um
• **Crit. path cell count** 3
• **run status** completed
• **Filler Cell Count** 590
• **Antenna Cells** 0
• **power density normalized to cell area** 753 nW/um^2
• **main flop type after synthesis** edfxtp_1
• **required time of the worst setup path** 1910 ps
• **width of the die** 96 microns
• **count of cells resized by post-cts repair** 0
• **number of buffers inserted to repair setup after CTS** 0
• **number of hold-repair buffers added at the cts stage** 0
• **DRC violations left** 0
• **Synth Cell Area** 983 sq um
• **setup repair after global routing missed its margin** false
• **io pins** 14
• **wire length of the first global-routing pass** 2.90 mm
• **H-tree depth reported by CTS** 1
• **fin crit share** 89.0%
• **Synthesized registers** 23
• **top cell family by delay on the critical path** multiplexers
• **Top Layout Cells** 18 x edfxtp_1, 13 x clkdlybuf4s50_1, 5 x dfxtp_1
• **cell row count** 27
• **path type of the worst min-delay path** reg -> reg
• **count of cells along the worst register-to-register path** 3
• **Antenna Nets Post-Route** 0
• **via count of the first global-routing pass** 649
• **GRT Util Overall** 3.82%
• **buffer depth of the longest clock path** 2
• **count of placed standard cells in the final layout, fillers left out** 162
• **Critical Path, Cell by Cell** mux4_2, or2_1, a41o_1
• **cell count after synthesis** 73
• **final global-route overflow total** 0
• **number of I/O port buffers** 13
• **wire length per cell after detailed routing** 10.5 microns
• **number of antenna violations at the first check in global routing** 0
• **WS Path Type** reg -> reg
• **total cell area reported by yosys after synthesis** 983 sq um
• **share of flip-flops with an asynchronous set or reset after synthesis** 0%
• **DPL Wire Length** 1.34 mm
• **Starting DRT DRC Count** 30
• **transition at the pin with the smallest max-transition slack** 439 ps
• **tally of max-capacitance violations** 0
• **delay contributed by the slowest stage of the critical path** 530 ps
• **CTS sink cnt** 23
• **element type at the critical path end** flip-flop
• **final number of max-transition violations** 0
• **die outline area** 9220 sq um
• **via count** 653
• **clock tree root buffer cell** clkbuf_8
• **distinct lib cells** 31
• **share of cells above drive strength 1** 8.89%
• **kind of start point of the critical path** flip-flop
• **worst IR drop on VDD** 0.406 mV
• **Placed Cells incl. Taps** 158
• **post-synthesis sequential area ratio** 65.1%
• **maximum number of pins on one net before global-route repair** 13
• **maximum clock frequency** 591 MHz
• **count of library flops with an enable pin** 18
• **CTS Buf Count** 3
• **sum of negative setup slack** 0 ps
• **post-DR vias/cell** 4.03
• **WP buf/inv** 0
• **final hold violations** 0
• **Rel. slew slack** 70.5%
• **share of the core filled by cells before placement** 17.8%
• **Top cell excl fill/tap** edfxtp_1
• **Worst Clk Skew** 0.405 ps
• **clock-pin transition on the worst setup and hold timing paths** 70 ps
• **count of synthesis-stage warnings from yosys** 1
• **height of the chip** 96 microns
• **synthesized area per cell** 13.5 sq um
[logic make-up after synthesis]
| kind of cell | count (synthesis) | synth area share, % |
|---|---|---|
| and+or+nand+nor | 28 | 15.9 |
| DFF | 23 | 65.1 |
| AOI/OAI and AO/OA | 12 | 8.78 |
| buffers and inverters | 3 | 1.14 |
| muxes | 3 | 4.33 |
| adders and majority gates | 3 | 3.82 |
| xor gates and xnor gates | 1 | 0.891 |
[worst paths after layout]
check | from | to | slack (ps)
hold / removal | state[4] | tx_busy | 540
setup reg to reg | bitIdx[0] | tx_out | 210
hold reg to reg | state[4] | tx_busy | 540
setup / recovery | bitIdx[0] | tx_out | 210
[layer usage]
metal	share of wire [%]	global-route usage, %
met5	0	0
met3	7.6	1.34
met4	1.3	0.860
met1	45	5.08
met2	46	5.94
[Yosys cell counts (all sizes together) (2+ instances only)]
library cell	n	area, sq um
and3	4	25.0
nor2	3	11.3
o21a	2	15.0
ha	3	37.5
dfxtp	5	100
a21oi	3	15.0
edfxtp	18	541
nor3	3	15.0
nand2	4	15.0
and2	2	12.5
mux2i	2	20.0
nand3	3	15.0
nor2b	2	12.5
clkbuf	2	7.51
[state kept, by name (all words and copies together) (netlist names)]
signal	count
bitIdx	3
clockCount	4
data	8
state	5
tx_busy	1
tx_done	1
tx_out	1
[power breakdown]
group / internal, mW / switching (mW)
registers: 0.565 / 0.0182
logic: 0.0492 / 0.0301
clock network: 0.149 / 0.134
total: 0.763 / 0.182
[stage by stage]
stage / power (mW) / worst slack [ps] / area (sq um) / utilization, % / hold WS (ps)
2_1_floorplan: 0.629 / 321 / 983 / - / 479
3_3_place_gp: 0.670 / 173 / 1210 / 21.9 / 530
3_5_place_dp: 0.674 / 149 / 1210 / 21.9 / 524
4_1_cts: 0.958 / 189 / 1260 / 22.7 / 538
5_1_grt: 0.992 / 140 / 1260 / 22.7 / 544
6_report: 0.946 / 208 / 1260 / 22.7 / 541
[worst register-to-register path, delay by kind of cell (launching register included)]
family | cells | cell delay, ps
simple gates | 1 | 230
flops | 1 | 480
compound gates | 1 | 210
mux | 1 | 530
[area by class of cell]
cell class                 instances  area [sq um]  share of cell area, %
tap                               72          90.1                   7.17
inverter                           1          3.75                  0.299
multi-input combinational         47           332                   26.4
clock buffer                       4          45.0                   3.59
sequential                        23           641                   51.0
timing repair buffer              15           145                   11.6
Power and IR drop assume default switching activity.
